<file path="/design/flow/run.sh">
#!/bin/bash
# OpenROAD 26Q1-2900-gdf79404cd8, Yosys 0.63+post, stock flow scripts
make -C /OpenROAD-flow-scripts/flow DESIGN_CONFIG=/design/flow/config.mk WORK_HOME=/design/flow/orfs finish
</file>
<file path="/design/flow/config.mk">
export PLATFORM = sky130hd
export DESIGN_NAME = DECODER
export DESIGN_NICKNAME = DECODER
export VERILOG_FILES = /design/flow/design.v
export SDC_FILE = /design/flow/constraint.sdc
export NUM_CORES = 4
export LEC_CHECK = 1
export CORE_AREA = 10 10 70 70
export DIE_AREA = 0 0 80 80
</file>
<file path="/design/flow/constraint.sdc">
current_design DECODER

set clk_period 1.3
set clk_io_pct 0.2

create_clock -name clk0 -period $clk_period

set non_clock_inputs [all_inputs -no_clocks]
set_input_delay [expr $clk_period * $clk_io_pct] -clock clk0 $non_clock_inputs
set_output_delay [expr $clk_period * $clk_io_pct] -clock clk0 [all_outputs]
</file>
<file path="/design/flow/design.v">
module DECODER(out_d, in_d);
	output wire[2:0] out_d;
	input wire[7:0] in_d;
	assign out_d = (in_d === 8'bxxxx_xxxx)? 3'bzzz: 
				   (in_d == 8'b1111_1110)? 3'd0:
				   (in_d == 8'b1111_1101)? 3'd1:
				   (in_d == 8'b1111_1011)? 3'd2:
				   (in_d == 8'b1111_0111)? 3'd3:
				   (in_d == 8'b1110_1111)? 3'd4:
				   (in_d == 8'b1101_1111)? 3'd5:
				   (in_d == 8'b1011_1111)? 3'd6:
				   (in_d == 8'b0111_1111)? 3'd7: 3'bzzz;
endmodule
module tb_decoder();
	reg[7:0] in_d;
	wire[2:0] out_d;
	initial	begin
		$monitor("in:%b, out_d:%d", in_d, out_d);
		#1
		in_d = 8'b1111_1110;
		#1
		in_d = 8'b1111_1101;
		#1
		in_d = 8'b1111_1011;
		#1
		in_d = 8'b1111_0111;
		#1
		in_d = 8'b1110_1111;
		#1
		in_d = 8'b1101_1111;
		#1
		in_d = 8'b1011_1111;
		#1
		in_d = 8'b0111_1111;
	end
	DECODER dec1(out_d, out_d);
endmodule
</file>
==> impl_metrics.toml <==
# yosys + openroad results
[layout]
clockBufferCount = 0
utilization_pct = 8.75
layout-drive-gt1-share_pct = 41.9
syn2layout_area_growth_pct = 103
seq_area_um2 = 0
nFlopsAndLatches = 0

[timing]
hold_viol_final = 0
finalSetupTns_ps = 0
drv_slew = 0
fmax_mhz = 801
rsz0062_at_grt = "false"
layout_setup_ws_ps = 51.3
worst_pin_slew_ps = 146
finalSetupViolations = 0
post-route-period-util_pct = 96.1
period_needed_ps = 1250
max_slew_margin_pct = 90.3

[synthesis]
synth_area_um2 = 148
syn_avg_cell_area_um2 = 7.77
synth_cell_types = 12
ys_chip_area_um2 = 148
synth_seq_share_pct = 0
yosys_warnings = 2
syn_inst = 19
ys_cells = 19

[status]
status = "complete, no violations"

[power]
p_comb_share_pct = 100.0
powerDensity_mw_per_mm2 = 215
p_int_w = 0.0000346
power.share.switching_pct = 46.0
clockPowerShare_pct = 0
seq_power_share_pct = 0
leakage_nw = 0.0902
ir_drop_mv = 0.0429
p_switching_w = 0.0000295

[worst_hold_path]
hold_class = "input pin to output pin"

[place]
pre_cts_slack_ps = -744
gp_congestion = 0.711
io_buffers = 11

[routing]
wirelength_um = 666
vias = 220
via_per_inst = 2.86
avgRoutedWirePerCell_um = 8.65
drt_iter0_drc = 32
dr.pass1.iters = 3
ant_nets = 0
diodes = 0
drc = 0

[worst_setup_path]
crit_path_end = "out_d[1]"
crit_arrival_ps = 990
worstPathRequired_ps = 1040
critPathLaunchType = "input pin"
worstSetupEndpointType = "output pin"
critPathLaunch = "in_d[0]"
path_class = "input pin to output pin"
path_max_fanout = 5

[run]
maxCapViolCount = 0
log.warning_count = 32

[floorplanning]
chipArea_mm2 = 0.00640
fp_util_pct = 4.32
rows = 21
coreArea_mm2 = 0.00342
fp.dieH_um = 80
ios = 11
die_w_um = 80

[global_routing]
grt_pass1_vias = 198
grt_pass1_wl_um = 979
grt_overflow = 0
antenna_found_initial = 0
grt_usage_pct = 1.92
grt_max_degree = 8

[clock_tree]
cts_setup_buffers = 0
==> kinds of logic (layout without fill, tap and decap cells) <==
kind of cell	count (synthesis)	count (layout)	synth area share (%)
AND-OR/OR-AND	3	3	17.0
XOR/XNOR	2	2	11.9
AND/OR/NAND/NOR	13	13	63.6
buffers and inverters	1	13	7.63
==> through the flow <==
step / hold WS (ps) / instance area (um^2) / total power, W / std cells
floorplan: 628 / 148 / 0.0000235 / 19
global placement: 1630 / 319 / 0.0000626 / 77
detailed placement: 1630 / 319 / 0.0000658 / 77
CTS: 1000 / 309 / 0.0000629 / 77
global route: 935 / 299 / 0.0000690 / 77
finish: 914 / 299 / 0.0000641 / 77
==> worst min path at each step <==
stage         cells past startpoint       end     from
CTS                               4  out_d[2]  in_d[5]
global route                      4  out_d[0]  in_d[1]
finish                            4  out_d[0]  in_d[1]
==> timing repair <==
action / CTS / global route
resized: 42 / 2
pin swaps: 7 / 1
hold endpoints to repair: 0 / 0
setup endpoints to repair: 3 / 2
hold buffers: 0 / 0
==> per-layer routing <==
metal | part of all wire (%) | wire length [um] | track usage [%]
met1 | 53 | 355 | 2.91
met2 | 24 | 160 | 1.77
met3 | 23 | 150 | 1.93
met4 | 0 | 0 | 0
met5 | 0 | 0 | 0
==> cells in the mapped netlist, drive strengths merged <==
cell type,count,area share [%]
nand4b,6,36
a31o,2,12
nand2,2,5.1
nand4,2,8.5
and4,1,5.9
buf,1,7.6
nand3,1,3.4
nand3b,1,5.1
o211ai,1,5.1
xnor2,1,5.9
xor2,1,5.9
==> placed cells by master (no fill, tap or decap) <==
master / count
a31o_1: 1
xor2_1: 1
dlygate4sd2_1: 1
clkbuf_2: 2
buf_6: 3
a31o_2: 1
nand3b_1: 1
nand2_1: 2
nand4b_1: 6
and4_1: 1
buf_2: 4
clkdlybuf4s15_1: 1
xnor2_2: 1
o211ai_1: 1
buf_4: 2
nand4_1: 2
nand3_1: 1
==> final cells by class <==
type / count / area [um^2]
Fill cell: 408 / 3120
Multi-Input combinational cell: 18 / 144
Tap cell: 46 / 57.6
Timing Repair Buffer: 13 / 97.6
==> power groups by stage <==
stage	clock network, W	registers (W)	logic, W
after CTS	0	0	0.0000629
after global routing	0	0	0.0000690
final	0	0	0.0000641
==> worst max-delay path: stages <==
cell	delay, ps
buf_6	110
xnor2_2	130
o211ai_1	170
nand2_1	70
dlygate4sd2_1	240
Power is estimated from default activity; no workload was simulated.
